$ cat /design/flow/config.mk
export PLATFORM = sky130hd
export DESIGN_NAME = adxl355_sync
export DESIGN_NICKNAME = adxl355_sync
export VERILOG_FILES = /design/flow/design.v
export SDC_FILE = /design/flow/constraint.sdc
export NUM_CORES = 4
export LEC_CHECK = 1
export CORE_UTILIZATION = 30
$ cat /design/flow/constraint.sdc
current_design adxl355_sync

set clk_period 10.0
set clk_io_pct 0.2

create_clock -name clk0 -period $clk_period [get_ports {i_clk}]

set non_clock_inputs [all_inputs -no_clocks]
set_input_delay [expr $clk_period * $clk_io_pct] -clock clk0 $non_clock_inputs
set_output_delay [expr $clk_period * $clk_io_pct] -clock clk0 [all_outputs]
$ cat /design/flow/design.v
`default_nettype none
module adxl355_sync
#(
  clk_out0_hz  = 40*1000000,  
  pps_n        = 1,           
  pps_s        = 1,           
  pps_tol_us   = 500,         
  clk_sync_hz  = 1000,        
  pa_limit_ppm = 1000,        
  pa_corr_step = 1,           
  pa_sync_bits = 32           
)
(
  input  i_clk,        
  input  i_pps,        
  output [7:0] o_cnt,  
  output o_pps_valid,  
  output o_locked,     
  output o_clk_sync    
);
  reg fine1up0dn = 0;
  localparam real re_pa_inc = 1.0 * clk_sync_hz * 2**16 * 2**(pa_sync_bits-16) / clk_out0_hz;  
  localparam integer int_pa_inc = re_pa_inc;  
  wire [pa_sync_bits-1:0] pa_inc_min = int_pa_inc - int_pa_inc*pa_limit_ppm/1000000;  
  wire [pa_sync_bits-1:0] pa_inc_max = int_pa_inc + int_pa_inc*pa_limit_ppm/1000000;  
  reg [pa_sync_bits-1:0] reg_pa_inc = int_pa_inc;  
  reg [pa_sync_bits-1:0] pa_sync;  
  wire [pa_sync_bits-1:0] pa_sync_next = fine1up0dn ? pa_sync + reg_pa_inc + 1 : pa_sync + reg_pa_inc;
  always @(posedge i_clk)
  begin
    pa_sync <= pa_sync_next;
  end
  assign o_clk_sync = pa_sync[pa_sync_bits-1];  
  reg [1:0] sync_shift;
  always @(posedge i_clk)
    sync_shift <= {pa_sync[pa_sync_bits-1], sync_shift[1]};
  wire sync_rising = sync_shift == 2'b10;  
  wire sync_falling = sync_shift == 2'b01;  
  localparam real re_pps_min_cnt = 1.0 * clk_out0_hz*pps_s/pps_n - 1.0 * pps_tol_us*clk_out0_hz/1000000;
  localparam real re_pps_max_cnt = 1.0 * clk_out0_hz*pps_s/pps_n + 1.0 * pps_tol_us*clk_out0_hz/1000000;
  localparam integer pps_min_cnt = re_pps_min_cnt;
  localparam integer pps_max_cnt = re_pps_max_cnt;
  localparam cnt_pps_bits = 32;
  reg [cnt_pps_bits-1:0] cnt_pps;
  wire cnt_pps_min = cnt_pps == pps_min_cnt;
  wire cnt_pps_max = cnt_pps == pps_max_cnt;
  reg [1:0] pps_shift;  
  reg pps_valid_tmp, pps_valid;
  wire pps_rising = pps_shift == 2'b10;
  always @(posedge i_clk)
  begin
    pps_shift <= {i_pps, pps_shift[1]};
    if(pps_rising || cnt_pps_max)  
    begin
      pps_valid <= cnt_pps_max ? 0 : pps_valid_tmp;
      cnt_pps <= 0;
    end
    else
      cnt_pps <= cnt_pps + 1;
    if(cnt_pps_min)
      pps_valid_tmp <= 1;
    else
    begin
      if(cnt_pps_max == 1 || cnt_pps == 0)
        pps_valid_tmp <= 0;
    end
  end
  assign o_pps_valid = pps_valid;
  reg [1:0] pps_valid_shift;
  always @(posedge i_clk)
    pps_valid_shift <= {pps_valid, pps_valid_shift[1]};
  wire pps_valid_rising = pps_valid_shift == 2'b10;
  localparam cnt_sample_pps_n = clk_sync_hz*pps_s/pps_n;  
  localparam cnt_sample_pps_bits = $clog2(cnt_sample_pps_n-1);
  reg [cnt_sample_pps_bits-1:0] cnt_sample_pps = 0;  
  always @(posedge i_clk)
  begin
    if(sync_falling)
    begin
      if(cnt_sample_pps == cnt_sample_pps_n-1)
        cnt_sample_pps <= 0;
      else
        cnt_sample_pps <= cnt_sample_pps + 1;
    end
  end
  reg [cnt_sample_pps_bits-1:0] cnt_sample_pps_capture, cnt_sample_pps_capture_prev;
  reg [cnt_sample_pps_bits-1:0] cnt_difference;
  reg [pa_sync_bits-1:0] pa_sync_capture;
  reg faster, slower;
  reg locked;
  always @(posedge i_clk)
  begin
    if(pps_valid)
    begin  
      if(pps_rising)
      begin  
        pa_sync_capture <= pa_sync;
        cnt_sample_pps_capture_prev <= cnt_sample_pps_capture;
        cnt_sample_pps_capture <= cnt_sample_pps;
        if(cnt_difference == 0)
        begin
          locked <= 1;
          faster <= pa_sync[pa_sync_bits-1:pa_sync_bits-2] == 3'b00;  
          slower <= pa_sync[pa_sync_bits-1:pa_sync_bits-2] == 3'b11;  
          if(pa_sync[pa_sync_bits-1])  
            fine1up0dn <= 0;  
          else
            fine1up0dn <= 1;  
        end
        else
        begin
          locked <= 0;
          if(cnt_difference[cnt_sample_pps_bits-1] || cnt_difference[0])  
          begin
            faster <=  cnt_difference[cnt_sample_pps_bits-1];  
            slower <= ~cnt_difference[cnt_sample_pps_bits-1];  
          end
          else
          begin
            faster <= 0;
            slower <= 0;
          end
        end
      end  
      else  
      begin
        faster <= 0;
        slower <= 0;
      end
    end  
    else  
    begin
      faster <= 0;
      slower <= 0;
      locked <= 0;
    end  
    cnt_difference <= cnt_sample_pps_capture - cnt_sample_pps_capture_prev;
  end
  assign o_locked = locked;
  assign o_cnt = pa_sync_capture[pa_sync_bits-1:pa_sync_bits-8];  
  always @(posedge i_clk)
  begin
    if(faster && ~slower)
    begin
      if(reg_pa_inc < pa_inc_max)
        reg_pa_inc <= reg_pa_inc + pa_corr_step;  
    end
    else
      if(slower && ~faster)
      begin
        if(reg_pa_inc > pa_inc_min)
          reg_pa_inc <= reg_pa_inc - pa_corr_step;  
      end
  end
endmodule
`default_nettype wire
$ cat /design/flow/run.sh
#!/bin/bash
# OpenROAD 26Q1-2900-gdf79404cd8, Yosys 0.63+post, stock flow scripts
make -C /OpenROAD-flow-scripts/flow DESIGN_CONFIG=/design/flow/config.mk WORK_HOME=/design/flow/orfs finish
==> impl_metrics.csv <==
group,metric,value,unit
run_status,run_status,"finished, final reports clean",
synth,cell_count_in_the_yosys_report,989,
pwr,static-leakage-power,4.15,nW
placed_design,dpl.cell_count,1383,
clock_network,clockRootBuffer,"sky130_fd_sc_hd__clkbuf_16",
final_timing,totalNegativeSetupSlack,0,ps
route,wl,18.4,mm
clock_network,worst_skew_pair.late_latency,430,ps
synth,top_area_cell,"sky130_fd_sc_hd__edfxtp_1",
final_layout,fin_cells,1415,
clock_network,cts.path.max_buffers,2,
placed_design,placed_cell_area,10100,um^2
floorplanning,die-height,180,um
synth,post_synth_inst_count,989,
clock_network,cts_setup_buffers,0,
route,dr.first_iter.drc_count,427,
route,drt_pre_antenna_iters,5,
critical_path,slowest_cell_delay_on_critical_path,420,ps
synth,synth-seq-area-share,0.398,
synth,synth_area,9550,um^2
synth,post_synth_num_cell_types,84,
synth,yosys_warnings,4,
critical_path,cp.required,10180,ps
job,drv.max_cap_violation_count,0,
route,num_vias,7082,
clock_network,cts_sinks,154,
clock_network,worst_setup_hold_path_clk_slew,80,ps
pwr,power.share.switching,0.403,
synth,edf_count,72,
critical_path,crit_chain,"inv_1 -> ha_1 -> inv_1 -> buf_4 -> ha_1 -> a21o_1 -> a21oi_1 -> o311ai_0 -> nand2_1 -> o21ai_1 -> a221o_1 -> a2111o_1 -> a211oi_2 -> o21ba_1 -> xnor2_1",
synth,synth.cellmix.adderShare,0.105,
synth,logic_family,"simple AND/OR/NAND/NOR gates",
pwr,power_switching,1.27,mW
final_timing,timing.hold.ws,355,ps
final_layout,finalInstanceArea,10700,um^2
placed_design,gpl.final_weighted_congestion,0.850,
final_timing,fmaxAchievable,255,MHz
clock_network,cts-hold-fix-buffers,0,
final_layout,filler_cell_count,2996,
pwr,share_clk_of_total_power,0.210,
final_layout,layout_top_cells_excl_fill_tap,"sky130_fd_sc_hd__nor2_1 (89), sky130_fd_sc_hd__dfxtp_1 (82), sky130_fd_sc_hd__xnor2_1 (75), sky130_fd_sc_hd__ha_1 (75), sky130_fd_sc_hd__edfxtp_1 (72)",
floorplanning,row_count,64,
critical_path,worst-path-max-fanout,32,
final_timing,final-max-slew-violation-count,0,
critical_path,worst_setup_path_end_kind,"register",
global_routing,globalRoute.totalOverflow,0,
critical_path,worstSetupStartpointType,"register",
global_routing,vias_in_the_first_global_route,6501,
final_layout,drive_gt1_frac,0.0638,
synth,synth-area-yosys,9550,um^2
route,vias_per_cell,5.00,
floorplanning,die.size.x,180,um
final_layout,layout_top_cell_excl_fill_tap,"sky130_fd_sc_hd__nor2_1",
synth,post_synth_ao_oa_area_fraction,0.163,
route,route.detailed.drc,0,
route,route.antenna.remaining_nets,0,
floorplanning,die_area,32600,um^2
pwr,seq_power_share,0.298,
floorplanning,ios,13,
critical_path,criticalPathCategory,"reg2reg",
synth,yosys_most_used_dff,"sky130_fd_sc_hd__dfxtp_1",
clock_network,cts_resized,0,
final_timing,grt_setup_unrepaired,"no",
final_timing,timing.final.setup_violations,0,
min_path,min-delay-path-class,"reg2reg",
clock_network,htree_levels,4,
route,ant_diodes,0,
pwr,power.combinational.fraction,0.492,
clock_network,cts_inserted_buffers,17,
floorplanning,core_area,31000,um^2
placed_design,port-buffer-count,12,
synth,postSynthAreaPerCell,9.66,um^2
placed_design,dp.final_hpwl,13.8,mm
final_timing,worst_slew_pin_slew,662,ps
final_timing,final.period_utilization,0.392,
critical_path,reg2reg_depth,15,
pwr,intPower,1.89,mW
min_path,worstHoldPathCells,0,
final_timing,finalHoldViolations,0,
clock_network,tritoncts,"yes",
critical_path,timing.critical_path.arrival,4100,ps
final_layout,syn2layout_area_growth,12.5,%
synth,mux_contribution_to_synthesized_area,0.00537,
pwr,peakVddDrop,0.000108,V
synth,top_cells_by_area,"sky130_fd_sc_hd__edfxtp_1 (23%), sky130_fd_sc_hd__dfxtp_1 (17%), sky130_fd_sc_hd__ha_1 (9.8%)",
final_timing,period_minus_slack,3920,ps
final_timing,finalClockSkew,17.8,ps
global_routing,grt_pass1_wl,31.4,mm
global_routing,grtUsageTotal,0.118,
critical_path,critical_path.slowest_cell,"sky130_fd_sc_hd__a2111o_1",
final_timing,relSlewSlack,0.555,
global_routing,antenna_found_initial,0,
synth,simple_gate_share,0.190,
synth,post-synth-top-area-fraction,0.226,
synth,async_reset_ff_frac,0,
synth,synth-seq-cells,154,
synth,ys_sh_xor,0.111,
route,wire_per_inst,13.0,um
job,warnings,26,
pwr,powerDensity,294,nW/um^2
global_routing,pin_count_of_the_biggest_net_entering_global_routing,33,
floorplanning,floorplan.initialDensity,0.308,
-- cell families after synthesis --
group / count (synthesis)
compound gates: 220
flops: 154
fa+ha+maj: 78
simple gates: 346
mux: 5
buf+inv: 66
xor+xnor: 120
-- final timing paths --
| path | from | end | slack [ps] |
|---|---|---|---|
| min reg2reg | sync_shift[1]$_DFF_P_ | sync_shift[0]$_DFF_P_ | 350 |
| max reg2reg | slower$_SDFF_PN0_ | reg_pa_inc[30]$_DFFE_PP_ | 6080 |
| max | slower$_SDFF_PN0_ | reg_pa_inc[30]$_DFFE_PP_ | 6080 |
| min | sync_shift[1]$_DFF_P_ | sync_shift[0]$_DFF_P_ | 350 |
-- per-layer routing --
metal,track usage,vias up,wire length [um]
li1,-,3681,-
met1,0.189,3309,9860
met2,0.178,84,7820
met3,0.0202,8,568
met4,0.00821,0,131
met5,0,-,0
-- critical path: cells and delay by family, from the launching register on --
kind,cells,cell delay (ps)
buf+inv,3,450
fa+ha+maj,2,550
compound gates,8,2150
xor+xnor,1,60
flops,1,300
simple gates,1,150
-- power groups by stage --
stage	clock network [mW]	registers [mW]	logic [mW]
4_1_cts	0.677	0.946	1.55
5_1_grt	0.704	0.960	1.74
6_report	0.663	0.942	1.55
-- state kept, by name, indices dropped and copies added (netlist names), 2 cells and up --
signal and flops:
cnt_sample_pps 10, cnt_sample_pps_capture 10, pa_sync 32, sync_shift 2, reg_pa_inc 32, cnt_sample_pps_capture_prev 10, pps_shift 2, pa_sync_capture 8
cnt_difference 10, cnt_pps 32
-- layout make-up --
class / count / area, um^2 / area share
Tap cell: 396 / 495 / 0.0461
Inverter: 45 / 169 / 0.0157
Sequential cell: 154 / 3800 / 0.354
Timing Repair Buffer: 19 / 173 / 0.0161
Clock inverter: 15 / 193 / 0.0179
Clock buffer: 17 / 425 / 0.0396
Multi-Input combinational cell: 769 / 5490 / 0.511
-- stage by stage --
| stage | power (mW) | utilization | setup WS [ps] |
|---|---|---|---|
| finish | 3.16 | 0.347 | 6080 |
| global route | 3.41 | 0.347 | 5760 |
| CTS | 3.17 | 0.347 | 6070 |
| detailed placement | 2.49 | 0.327 | 6110 |
| global placement | 2.50 | 0.327 | 6150 |
| floorplan | 2.20 | - | 6040 |
-- cells in the mapped netlist (4+ instances only) --
library cell	instances
sky130_fd_sc_hd__a21o_1	40
sky130_fd_sc_hd__xnor2_1	75
sky130_fd_sc_hd__or3_1	9
sky130_fd_sc_hd__nand4_1	19
sky130_fd_sc_hd__inv_1	44
sky130_fd_sc_hd__o211ai_1	6
sky130_fd_sc_hd__xor2_1	44
sky130_fd_sc_hd__nand3_1	40
sky130_fd_sc_hd__clkbuf_1	12
sky130_fd_sc_hd__or4_1	5
sky130_fd_sc_hd__and3_1	24
sky130_fd_sc_hd__o21ai_0	31
sky130_fd_sc_hd__o31ai_1	6
sky130_fd_sc_hd__and4_1	5
sky130_fd_sc_hd__nor2b_1	13
sky130_fd_sc_hd__nand2_1	64
sky130_fd_sc_hd__dfxtp_1	82
sky130_fd_sc_hd__nor2_1	89
sky130_fd_sc_hd__a211oi_1	12
sky130_fd_sc_hd__nor3_1	23
sky130_fd_sc_hd__ha_1	75
sky130_fd_sc_hd__mux2i_1	4
sky130_fd_sc_hd__a21oi_1	54
sky130_fd_sc_hd__edfxtp_1	72
sky130_fd_sc_hd__nand3b_1	6
sky130_fd_sc_hd__buf_2	6
sky130_fd_sc_hd__o21bai_1	5
sky130_fd_sc_hd__o21a_1	11
sky130_fd_sc_hd__nand2b_1	13
sky130_fd_sc_hd__a211oi_2	4
sky130_fd_sc_hd__nor4_1	11
sky130_fd_sc_hd__and2_1	5
Power and IR drop assume default switching activity.
