**/design/flow/run.sh**
```bash
#!/bin/bash
# OpenROAD 26Q1-2900-gdf79404cd8, Yosys 0.63+post, stock flow scripts
make -C /OpenROAD-flow-scripts/flow DESIGN_CONFIG=/design/flow/config.mk WORK_HOME=/design/flow/orfs finish
```
**/design/flow/constraint.sdc**
```tcl
current_design adxl355rd

set clk_period 3880.5
set clk_io_pct 0.2

create_clock -name clk0 -period $clk_period [get_ports {clk}]

set non_clock_inputs [all_inputs -no_clocks]
set_input_delay [expr $clk_period * $clk_io_pct] -clock clk0 $non_clock_inputs
set_output_delay [expr $clk_period * $clk_io_pct] -clock clk0 [all_outputs]
```
**/design/flow/config.mk**
```make
export PLATFORM = sky130hd
export DESIGN_NAME = adxl355rd
export DESIGN_NICKNAME = adxl355rd
export VERILOG_FILES = /design/flow/design.v
export SDC_FILE = /design/flow/constraint.sdc
export NUM_CORES = 4
export LEC_CHECK = 1
export CORE_UTILIZATION = 30
export SYNTH_MEMORY_MAX_BITS = 65536
```
**/design/flow/design.v**
```verilog
`default_nettype none
module adxl355rd
#(
  tag_enable    = 1,   
  tag_addr_bits = 11   
)
(
  input         clk, clk_en,    
  input         sclk_phase,     
  input         sclk_polarity,  
  input         direct,  
  output        direct_en,  
  input  [17:0] tag_byte_select,  
  input         tag_pulse,  
  input         tag_en,  
  input   [5:0] tag,  
  input         sync,
  input   [7:0] cmd,  
  input   [3:0] len,  
  output        adxl_mosi, adxl_sclk, adxl_csn,  
  input         adxl0_miso, adxl1_miso,
  output  [7:0] wrdata,
  output        wr,  
  output        x  
);
  reg r_tag_latch = 0;  
  reg r_pulse_tag = 0;
  always @(posedge clk)
  begin
    if(tag_pulse)
      r_pulse_tag <= 1;
    else
    begin
      if(r_tag_latch)
        r_pulse_tag <= 0;
    end
  end
  reg [5:0] tag_fifo[0:2**tag_addr_bits-1];
  reg [tag_addr_bits-1:0] r_wtag = 0, r_rtag = 0;
  always @(posedge clk)
  begin
    if(tag_en && (r_wtag+1 != r_rtag))  
    begin  
      tag_fifo[r_wtag] <= tag;
      r_wtag <= r_wtag+1;
    end
  end
  reg [5:0] tag_fifo_rdata;
  always @(posedge clk)
    tag_fifo_rdata <= tag_fifo[r_rtag];
  reg [5:0] tag_data;  
  always @(posedge clk)
  begin
    if(r_tag_latch)
    begin
      if(r_pulse_tag)
        tag_data <= 6'h21;
      else
      begin
        if(r_wtag == r_rtag)  
          tag_data <= 6'h20;  
        else  
        begin
          tag_data <= tag_fifo_rdata;  
          r_rtag <= r_rtag+1;
        end
      end
    end
  end
  reg [7:0] cmd_read  =  1;  
  reg [3:0] bytes_len = 10;  
  reg r_direct;  
  reg [7:0] index = {4'd10, 4'h6};  
  reg [17:0] r_tag_byte_shift, r_tag_byte_select;  
  wire r_tag_data_en = r_tag_byte_shift[0];  
  wire w_mosi, w_sclk, w_csn, w_miso;
  assign adxl_csn    = w_csn;
  assign adxl_sclk   = w_sclk;
  assign adxl_mosi   = w_mosi;
  always @(posedge clk)
  begin
    if(index == {bytes_len, 4'h6})  
    begin
      if(sync && ~r_direct)
      begin
        index <= 0;  
        cmd_read <= cmd;
        bytes_len <= len;
        r_tag_latch <= 1;
        r_tag_byte_select <= tag_byte_select;
      end
    end
    else  
    begin
      if(clk_en)
        index <= index+1;
      r_tag_latch <= 0;
    end
  end
  reg [2:0] r_tag_data_i = 0;  
  reg r_csn = 1, r_sclk_en = 0, r_sclk, r_wr = 0, r_x = 0;
  reg [7:0] r_mosi, r0_miso, r1_miso, r_shift, r0_wrdata, r1_wrdata;
  always @(posedge clk)
  if(clk_en)
  begin
    r_csn     <= index == 1 ? 0 : index == {bytes_len, 4'h5} ? 1 : r_csn;
    r_sclk_en <= index == 3 ? 1 : index == {bytes_len, 4'h4} ? 0 : r_sclk_en;
    r_sclk    <= ( (index[0] ^ sclk_phase) & r_sclk_en) ^ sclk_polarity;  
    r_direct  <= index == {bytes_len, 4'h6} ? direct : r_direct;
  end
  wire [7:0] w0_miso = {r0_miso[6:0], adxl0_miso};
  wire [7:0] w1_miso = {r1_miso[6:0], adxl1_miso};
  always @(posedge clk)
  if(clk_en && ~index[0])
  begin
    r_mosi    <= index[7:1] == 2 ? cmd_read : {r_mosi[6:0], 1'b0};
    r_shift   <= index[7:1] == 2 ? 8'h01 : {r_shift[6:0], r_shift[7]};
    r0_miso   <= w0_miso;
    r0_wrdata <= r_shift[7] ? (r_tag_data_en ? {w0_miso[7:1], tag_data[r_tag_data_i]  } : w0_miso) : r0_wrdata;
    r1_miso   <= w1_miso;
    r1_wrdata <= r_shift[7] ? (r_tag_data_en ? {w1_miso[7:1], tag_data[r_tag_data_i+3]} : w1_miso) : r1_wrdata;
    r_wr      <= r_shift[7] && (index[7:4] > 1) && r_sclk_en ? 1 : 0;  
    r_x       <= index[7:1] == 17;  
  end
  else
  begin
    r_wr      <= 0;
    r_x       <= 0;
  end
  generate
  if(tag_enable)
  always @(posedge clk)
  begin
    r_tag_byte_shift <= index[7:1] == 0 ? r_tag_byte_select : r_wr ? r_tag_byte_shift[$size(r_tag_byte_shift)-1:1] : r_tag_byte_shift;
    r_tag_data_i  <= index[7:1] == 0 ? 0 : r_wr &  r_tag_data_en ? r_tag_data_i+1 : r_tag_data_i;
  end
  endgenerate
  localparam r1_wrbuf_len = 9;  
  localparam r1_wrbuf_addr_bits = $clog2(r1_wrbuf_len);
  reg [7:0] r1_wrbuf[0:r1_wrbuf_len-1];  
  reg [r1_wrbuf_addr_bits-1:0] r1_windex = 0;  
  always @(posedge clk)
  begin
    if(r_wr)
      r1_wrbuf[r1_windex] <= r1_wrdata;  
    r1_windex <= index[7:1] == 2 ? 0 : r_wr ? r1_windex + 1 : r1_windex;
  end
  reg [3:0] prev_index4 = 4'h6;  
  reg [r1_wrbuf_addr_bits-1:0] r1_rindex = 0;  
  reg [r1_wrbuf_addr_bits-1:0] r1_countdown = 0;  
  reg r_wr1 = 0;  
  always @(posedge clk)
  begin
    prev_index4 <= index[3:0];
    if(r1_countdown == 0)  
    begin
      if(index[7:4] == bytes_len && index[3:0] == 4'h6 && prev_index4 == 4'h5)
      begin
        r1_rindex <= 0;  
        r1_countdown <= bytes_len-2;
        r_wr1 <= 1;
      end
      else
      begin
        r_wr1 <= 0;
      end
    end
    else  
    begin
      r1_rindex <= r1_rindex + 1;
      r1_countdown <= r1_countdown - 1;
    end
  end
  assign w_mosi = r_mosi[7];
  assign w_csn  = r_csn;
  assign w_sclk = r_sclk;
  assign wrdata = r_wr1 ? r1_wrbuf[r1_rindex] : r0_wrdata;  
  assign wr     = r_wr  | r_wr1;
  assign x      = r_x;
  assign direct_en = r_direct;
endmodule
`default_nettype wire
```
==> summary.txt <==
From the run reports.

- The final timing summary puts the cycle share of the worst path at 20.1%.
- Per the OpenROAD floorplan log, the area of the die is 1.64 mm².
- The number of rows in the core area reads 469.
- The overall track demand over capacity in global routing is 20.4%.
- Across the routed clock network, the largest skew measured is between 0.1 and 0.15 ns.
- The fmax reads 1.28 MHz.
- The post-synth area from yosys stat reads roughly 0.49 mm².
- The post-CTS setup buffer count is 0.
- The number of cells on the worst hold path is 0.
- The count of flip-flops with a built-in enable after synthesis reads between 10k and 15k.
- STA classifies the critical path startpoint as a primary input.
- sky130_fd_sc_hd__edfxtp_1 is the most common cell in the netlist.
- The layout cell share with drive strength beyond 1 is between 20% and 30%.
- The total placed cells including tap cells reads 44.7k.
- The routed wirelength normalized by instance count is between 30 and 40 µm.
- The TritonCTS clock tree is done.
- From left edge to right edge, the die measures 1280 µm.
- The path depth of the worst reg2reg path reads 17.
- Per the OpenROAD floorplan log, the area of the core is ~1.6 mm².
- The initial utilization of the core area, before any placement, comes to 30.1%.
- The flow reported a cell area power density of 0.497 mW/mm².
- The wire length of the first global-routing pass is around 2200000 µm.
- STA classifies the critical path endpoint as a flip-flop.
- The setup-violating endpoint count in the final report is 0.
- In this run the VDD rail shows a maximum IR drop of 0.000000385 V.
- The critical path maximum fanout is 96.
- The number of global-route vias before repair reads 278k.
- Input and output buffers added on the ports amount to 59.
- The number of clock sinks seen by CTS reads 12.5k.
- The combinational group share of total power reads 1.6%.
- The I/O pin count is around 60.
- The filler cell count in the final layout is around 150k.
- The number of antenna violations at the first check in global routing came to 173.
- The flow ran to the end, and the final reports show no timing, DRC or antenna violations.
- The worst relative slew slack reads 4.12%.
- The clock insertion delay at the later pin of the skew report reads between 1 and 1.5 ns.
- The total internal power reads between 0.0002 and 0.00025 W.
- The total negative slack is 0 ns.
- The portion of total power attributed to the clock network is 44.8%.
- The signed area change from the synthesized netlist to the final layout reads 14.2%.
- The number of register bits inferred by synthesis reads 12.5k.
- The number of H-tree levels is 7.
- In the routed layout, each cell is associated on average with a via count of 5.28.
- The setup path with the least slack is of type primary input to flip-flop.
- The final wirelength reads 1570000 µm.
- Synthesis produced a netlist whose cell count is 23.5k.
- For this design, Yosys synthesis ends with a cell count of 23.5k.
- Per the CTS log, the buffer count on the longest clock path is 6.
- The net switching power figure reads 0.0000557 W.
- The post-synthesis async set-or-reset flop share is 0%.
- The unique cell type count in the Yosys netlist reads 100.
- The area share of the largest cell type after synthesis reads 76.5%.
- The count of nets left with antenna violations once routing finished came out at 0.
- The worst path in the final design needs a cycle of 780.15 ns, including I/O delays and setup.
- The violation count after the first detailed-route iteration reads 18.6k.
- The largest net degree at the start of global routing reads between 100 and 150.
- The sequential power share reads 53.6%.
- The utilization of the core after routing reads 34.4%.
- The report lists the number of cells resized after CTS as 0.
- The cell type with the largest total area after synthesis reads sky130_fd_sc_hd__edfxtp_1.
- The slew at the pin with the worst max-slew slack is 1.43 ns.
- The clock root buffer reads sky130_fd_sc_hd__clkbuf_16.
- Buffers inserted during clock tree synthesis total 1348.
- Counting pins that exceed their max-slew limit in the final report gives 0.
- The height of the die reads between 1000 and 1500 µm.
- After clock tree synthesis, the flow added hold-fix buffers numbering 0.
- Checking hold timing, the worst path is listed with class flip-flop to flip-flop.
- Setup repair after global routing left no endpoint under its margin.
- The remaining global-route overflow reads 0.
- The iteration tally of the first detailed-router pass reads 8.
- The switching power share of the total reads between 10% and 20%.
- The number of hold violations in the final report is 0.
- The dominant register cell is sky130_fd_sc_hd__edfxtp_1.
- In the synthesized netlist, the cells that appear most often are 12.5k x sky130_fd_sc_hd__edfxtp_1, 2788 x sky130_fd_sc_hd__mux4_2, 2097 x sky130_fd_sc_hd__nor2_1, 1100 x sky130_fd_sc_hd__mux2i_1, 572 x sky130_fd_sc_hd__clkbuf_1.
- The leakage power reads 171 nW.
- The hold slack reads 0.417 ns.
- The count of yosys warnings during synthesis is 1.
- The clock transition time at the flip-flop clock pins of the worst setup and hold paths is 0.06 ns.
- The overall via count from detail_route reads 250k.
- The average cell area after synthesis is 20.9 µm².
- The post-route non-filler standard cell count reads 47.3k.
- The count of max-cap constraint violations reads 0.
- The routability congestion estimate from global placement is ~0.94.
- The cell area after synthesis is 0.491 mm².
- Sorting the synthesized cells by area gives the leading types as sky130_fd_sc_hd__edfxtp_1 77%, sky130_fd_sc_hd__mux4_2 13%, sky130_fd_sc_hd__mux2i_1 2.2%.
- The sequential fraction of the synthesis area is 76.6%.
- The placed wire-length estimate after detailed placement reads approximately 1000000 µm.
- The routed layout reports a DRC error count of 0.
- The required time of the critical path reads about 3900 ns.
- The arrival time at the worst endpoint reads 781.06 ns.
- The overall power consumption is 0.000279 W.
- The count of tool warnings is 110.
cell type report:
class                   count  area, µm²  area share [%]
inverters                  25        139          0.0248
repair buffers           1199       9780            1.74
well taps               21700      27100            4.84
clock inverters           727       7160            1.28
flip-flops and latches  12500     376000            67.1
diodes                    289        723           0.129
clock buffers            1607      35100            6.26
multi-input cells        9309     105000            18.7
layer usage:
metal,vias to the layer above,share of wire [%],track usage (%)
met5,-,0.55,4.60
met4,290,6.1,10.3
met3,3768,22,21.1
met2,20800,44,28.0
met1,125000,28,18.2
li1,99800,-,-
critical path, cell delays in order:
cell and delay [ns]:
sky130_fd_sc_hd__buf_16 0.25, sky130_fd_sc_hd__buf_4 0.79, sky130_fd_sc_hd__buf_4 0.54, sky130_fd_sc_hd__buf_4 0.49, sky130_fd_sc_hd__buf_4 0.69, sky130_fd_sc_hd__buf_4 0.53
sky130_fd_sc_hd__buf_4 0.54, sky130_fd_sc_hd__buf_4 0.57
through the flow:
step | worst slack, ns | cell area [µm²]
global route | 3100.17 | 560000
floorplan | 3101.97 | 491000
finish | 3100.35 | 561000
CTS | 3100.59 | 560000
detailed placement | 3099.32 | 518000
global placement | 3099.47 | 518000
power by group through the flow:
stage	clock network, W	logic, W	registers, W
6_report	0.000125	0.00000452	0.000149
5_1_grt	0.000131	0.00000484	0.000149
4_1_cts	0.000126	0.00000448	0.000149
registers in the layout (all words and copies together) (netlist names), 11 cells and up:
register and count:
r_wtag 11, r1_wrbuf 72, r_tag_byte_shift 18, tag_fifo 12288
r_tag_byte_select 18, r_rtag 11
worst paths after layout:
path              start                 to  slack [ns]
min reg2reg  r0_miso[6]       r0_wrdata[7]        0.42
max              tag[1]   tag_fifo[612][1]     3100.35
max reg2reg   r_rtag[0]  tag_fifo_rdata[4]     3871.76
min          r0_miso[6]       r0_wrdata[7]        0.42
cell families (layout without fill, tap and decap cells):
family | count (synthesis) | count (layout) | share of synthesized area (%)
simple gates | 3215 | 3215 | 2.82
compound gates | 2039 | 2039 | 2.93
buf+inv | 1621 | 3558 | 2.23
fa+ha+maj | 17 | 17 | 0.0433
other cells | 0 | 289 | 0
mux | 3988 | 3988 | 15.3
xor+xnor | 50 | 50 | 0.0892
flops | 12500 | 12500 | 76.6
layout by cell type, fill, tap and decap left out, drive strengths merged, types with 51 or more instances in the layout:
master,netlist,layout
inv,23,61
and2,53,53
a211oi,103,103
nor3,74,74
a22oi,365,365
nand3,141,141
a22o,73,73
diode,0,289
a21oi,372,372
clkinvlp,0,60
nand2,548,548
clkinv,2,500
clkbuf,573,1607
edfxtp,12500,12500
a221oi,204,204
o221ai,145,145
o22ai,211,211
o211ai,51,51
buf,1022,1146
clkdlybuf4s50,0,53
nor2,2200,2200
bufinv,0,131
a31oi,72,72
mux2,90,90
mux4,2798,2798
o21ai,213,213
mux2i,1100,1100
No activity file was given, so power comes from the tool's default toggle rates.
